==> ./config.mk <==
export PLATFORM = sky130hd
export DESIGN_NAME = alu
export DESIGN_NICKNAME = alu
export VERILOG_FILES = /design/flow/design.v
export SDC_FILE = /design/flow/constraint.sdc
export NUM_CORES = 4
export LEC_CHECK = 1
export CORE_UTILIZATION = 30
==> ./constraint.sdc <==
current_design alu

set clk_period 2.4
set clk_io_pct 0.2

create_clock -name clk0 -period $clk_period [get_ports {clk}]

set non_clock_inputs [all_inputs -no_clocks]
set_input_delay [expr $clk_period * $clk_io_pct] -clock clk0 $non_clock_inputs
set_output_delay [expr $clk_period * $clk_io_pct] -clock clk0 [all_outputs]
==> ./design.v <==
`timescale 1ns / 1ps
module alu(
    input [2:0] portA,
    input [2:0] portB,
    input [1:0] opcode,
    output [0:7] sseg,
    output [7:0] an,
    input clk,
    input rst);
wire [3:0] sal_suma;
wire [3:0] sal_resta;
wire [3:0] sal_div;
wire [5:0] sal_mult;
reg [3:0] init; 
reg negat = 0;
wire init_suma;
wire init_resta;
wire init_mult;
wire init_div;
wire negative;
assign init_suma= init[0];
assign init_resta=init[1];
assign init_mult=init[2];
assign init_div=init[3];
reg [15:0]int_bcd;
reg done = 0;
wire d;
wire [3:0] operacion;
always @(*) begin
	case(opcode) 
		2'b00: init<=1;
		2'b01: init<=2;
		2'b10: init<=4;
		2'b11: init<=8;
	default:
		init <= 0;
	endcase
end
always @(*) begin
	case(opcode) 
		2'b00:  begin negat = 1'b1; int_bcd = {1'b0, portA, 1'b0, portB, 4'b0000,sal_suma}; end 
		2'b01:  begin negat = negative; int_bcd = {1'b0, portA, 1'b0, portB, 4'b0000,sal_resta};end 
		2'b10:  begin negat = 1'b1; if(d == 1) begin int_bcd = {1'b0, portA, 1'b0, portB,sal_mult[3:0], 2'b00 , sal_mult[5:4]};end end
		2'b11:  begin negat = 1'b1; int_bcd = {1'b0, portA, 1'b0, portB, 4'b0000,sal_div};end
	default:
		int_bcd <= 0;
	endcase
end
sum4b sum(. init(init_suma),.xi({1'b0,portA}), .yi({1'b0,portB}),.sal(sal_suma));
multiplicador mul ( .MR(portA), .MD(portB), .init(init_mult),.clk(clk), .pp(sal_mult), .done(d));
display dp( .num(int_bcd), .clk(clk), .sseg(sseg[0:7]), .an(an), .rst(rst), .neg(negat));
res4b res(.init(init_resta), .xi({1'b0,portA}), .yi({1'b0,portB}), .sal(sal_resta), .neg(negative));
endmodule
module BCDtoSSeg (BCD, SSeg, neg);
  input neg;
  input [3:0] BCD;
  output reg [7:0] SSeg;
always @ ( * ) begin
  case (BCD)
    4'b0000: SSeg = {7'b1000000, neg};  
	4'b0001: SSeg = {7'b1111001, neg};  
	4'b0010: SSeg = {7'b0100100, neg};  
	4'b0011: SSeg = {7'b0110000, neg};  
	4'b0100: SSeg = {7'b0011001, neg};  
	4'b0101: SSeg = {7'b0010010, neg};  
	4'b0110: SSeg = {7'b0000010, neg};  
	4'b0111: SSeg = {7'b1111000, neg};  
	4'b1000: SSeg = {7'b0000000, neg};  
	4'b1001: SSeg = {7'b0011000, neg};  
       4'ha: SSeg = {7'b0001000, neg};  
       4'hb: SSeg = {7'b0000011, neg};
       4'hc: SSeg = {7'b1000110, neg};
       4'hd: SSeg = {7'b0100001, neg};
       4'he: SSeg = {7'b0000110, neg};
       4'hf: SSeg = {7'b0001110, neg};
    default:
    SSeg = 0;
    endcase
end
endmodule
`timescale 1ns / 1ps
module display(
    input [15:0] num,
    input clk,
    output [0:7] sseg,
    output reg [7:0] an,
	input rst,
	input neg
    );
reg [3:0]bcd=0;
reg negativo = 0;
BCDtoSSeg bcdtosseg(.BCD(bcd), .SSeg(sseg), .neg(negativo));
reg [26:0] cfreq=0;
wire enable;
assign enable = cfreq[16];
always @(posedge clk) begin
		cfreq <=cfreq+1;
end
reg [1:0] count = 0;
always @(posedge enable) begin
		if(rst==1) begin
			an=8'b11111111; 
		end else begin 
			count <= count+1;
            case (count) 
				2'h0: begin negativo = neg; bcd <= num[3:0];    an<=8'b11111110; end 
				2'h1: begin negativo = 1'b1; bcd <= num[7:4];   an<=8'b11111101; end 
				2'h2: begin negativo = 1'b1; bcd <= num[11:8];  an<=8'b11111011; end 
				2'h3: begin negativo = 1'b1; bcd <= num[15:12]; an<=8'b11110111; end 
            endcase
	    end
end
endmodule
`timescale 1ns / 1ps
module multiplicador( input [2:0] MR, 
							 input [2:0] MD, 
							input init, 
							 input clk,  
							 output reg [5:0] pp, 
							 output reg done
    );
reg sh;
reg rst;
reg add;
reg [5:0] A;
reg [2:0] B;
wire z;
reg [2:0] status =0;
assign z=(B==0)?1:0;
always @(negedge clk) begin
	if (rst) begin
		A = {3'b000,MD};
		B = MR;
	end
	else	begin 
		if (sh) begin
			A= A << 1;
			B = B >> 1;
		end
	end
end 
always @(negedge clk) begin
	if (rst) begin
		pp =0;
	end
	else	begin 
		if (add) begin
		pp =pp+A;
		end
	end
end
parameter START =0,  CHECK =1, ADD =2, SHIFT =3, END1 =4;
always @(posedge clk) begin
	case (status)
	START: begin
		sh=0;
		add=0;
		if (init) begin
			status=CHECK;
			done =0;
			rst=1;
		end
		end
	CHECK: begin 
		done=0;
		rst=0;
		sh=0;
		add=0;
		if (B[0]==1)
			status=ADD;
		else
			status=SHIFT;
		end
	ADD: begin
		done=0;
		rst=0;
		sh=0;
		add=1;
		status=SHIFT;
		end
	SHIFT: begin
		done=0;
		rst=0;
		sh=1;
		add=0;
		if (z==1)
			status=END1;
		else
			status=CHECK;
		end
	END1: begin
		done =1;
		rst =0;
		sh =0;
		add =0;
		status =START;
	end
	 default:
		status =START;
	endcase 
end 
endmodule
`timescale 1ns / 1ps
module res4b(init, xi, yi, cout, sal, neg);
  input init;
  input [2:0] xi;
  input [2:0] yi;
  output reg cout;
  output reg [3:0] sal;
  output reg neg;
  always@(*)begin
  if(xi>yi)begin
    {cout, sal} = xi + (~yi + 1);
    neg = 0;
  end else begin 
    {cout, sal} = (~xi + 1) + yi;
    neg = 1;
  end  
  end
endmodule
`timescale 1ns / 1ps
module sum4b(init, xi, yi,co,sal);
  input init;
  input [3 :0] xi;
  input [3 :0] yi;
  output co;
  output [3 :0] sal;
  wire [4:0] st;
  assign sal= st[3:0];
  assign Cout = st[4];
  assign st  = 	xi+yi;
endmodule
==> ./run.sh <==
#!/bin/bash
# OpenROAD 26Q1-2900-gdf79404cd8, Yosys 0.63+post, stock flow scripts
make -C /OpenROAD-flow-scripts/flow DESIGN_CONFIG=/design/flow/config.mk WORK_HOME=/design/flow/orfs finish
==> CHANGELOG.md <==
## Implementation

* WL final at 5057 um
* Syn_area_per_cell at 10.29 um2
* Reg2Reg Depth at 3
* Part of the power in the clock network at 21.3%
* Count of pins over their slew limit at 0
* Post-synth top flop: dfxtp_1
* Rel. slew slack at 54.65%
* CTS Buf Count at 5
* Clock root cell: clkbuf_8
* Pin count of the biggest net entering global routing at 15
* Max Cap Viol at 0
* Ys async rst share at 0%
* Drt pass-1 iters at 4
* Smallest hold slack at 0.4111 ns
* Mapped Cells at 293
* Post-synth regs at 64
* Leakage at 1.557 nW
* Worst R2R Start: mul.B[2]
* Port bufs at 21
* CP Data Arrival Time at 2.40 ns
* Max H-tree Level at 2
* Post-cts hold buffer count at 0
* Layout cell share with drive strength beyond 1 at 9.226%
* DP Worst Slack at -0.2520 ns
* Slew @ Worst Pin at 0.6789 ns
* Hold Crit Endpoint: dp.cfreq[0]
* RR Endpoint: mul.status[0]
* Top cells by count: dfxtp_1, nor2_1, inv_1
* Combinational share of power at 31.5%
* Top cells, area: dfxtp_1, edfxtp_1, ha_1
* PwrDens at 669.4 mW/mm2
* Synth area leader: dfxtp_1
* Iteration-0 DRC Markers at 84
* GP Congestion at 0.8376
* CP endpoint kind: flip-flop
* Net Sw Frac at 33.90%
* Sequential share of power at 47.2%
* Die Area at 0.01045 mm2
* Sw power at 0.0008075 W
* Total Routing Usage GR at 10.80%
* Int Power at 0.001574 W
* Tool warnings at 51
* Vias in the first global route at 1954
* Most common cell in the netlist: dfxtp_1
* Mapped cell area at 0.003014 mm2
* Global-route wire length before repair at 8631 um
* R2R Setup Slk at 0.04 ns
* Endpoints left unconstrained at 44
* WS Path Type: flip-flop to flip-flop
* Register pins left without a clock at 25
* Max VDD drop at 0.6324 mV
* Post-synth area from yosys stat at 0.003014 mm2
* Ports at 26
* Max Root-Sink Buffers at 2
* FP Util at 30.84%
* Final Hold Violation Tally at 0
* Routed length per placed instance at 10.78 um
* Synthesis Warnings at 12
* Area of the core at 0.009774 mm2
* Final ANT Viol Nets at 0
* Ys cells at 293
* Worst Clk Skew at 0.06612 ns
* Die Ht at 102.2 um
* CTS tree: yes
* Hold Crit Depth at 1
* CTS clk-pin slew, worst paths at 0.08 ns
* DR vias/cell at 4.294
* Synth-to-Final Area Change at 18.06%
* Initial antenna violation count at 0
* Grt total ovfl at 0
* Status: finished, final reports clean
* Final setup margin at 0.03913 ns
* Die span in x at 102.2 um
* N_diodes at 0
* HPWL Detailed at 3874 um
* Setup crit start kind: flip-flop
* Final setup vio count at 0
* RSZ-0062 raised after global routing: true
* Post-synth cell types at 43
* EDFF count, synth at 20
* FP Rows at 36
* HP Class: flip-flop to flip-flop
* Yosys top cell area share at 19.93%
* Drt drc at 0
* Fin util at 36.41%
* Number of vias in the routed layout at 2014
* Worst-path maximum fanout at 2
* Min-delay src: dp.cfreq[0]
* Skew-Pair Late Insertion Delay at 0.35 ns
* Worst path required time at 2.44 ns
## metrics by stage
stage	instances	instance area, um2	setup TNS [ns]	total power (W)
after floorplan	296	3027	0	0.001684
after global placement	447	3413	-1.110	0.001896
after detailed placement	447	3413	-1.223	0.001898
after CTS	469	3551	0	0.002401
after global routing	469	3558	0	0.002585
final	469	3558	0	0.002382
## critical path: stages, from the launching register on
cell,delay (ns)
edfxtp_1,0.40
nor3_2,0.24
mux2_4,0.18
a21oi_2,0.04
## power by group through the flow
stage / registers [W] / logic, W / clock network, W
6_report: 0.00112 / 0.000751 / 0.000507
5_1_grt: 0.00115 / 0.000856 / 0.000574
4_1_cts: 0.00112 / 0.000746 / 0.000532
## cell families (layout without fill, tap and decap cells)
kind of cell	after synthesis	count (layout)	synth area share, %
DFF	50	50	39.85
muxes	21	21	7.264
xor gates and xnor gates	19	19	5.521
AOI/OAI and AO/OA	40	40	8.469
adders and majority gates	24	24	10.96
and+or+nand+nor	89	89	15.86
latches	14	14	6.974
buffers and inverters	35	75	4.982
other	1	4	0.1244
## layer usage
layer,vias up,wire [um],global-route usage (%)
met2,33,2288,17.35
met1,901,2483,15.82
met3,5,195,2.225
li1,1075,-,-
met4,0,89,1.868
met5,-,0,0
## timing repair
item                                    in CTS  in global routing
setup buffers                                0                  0
resized                                      1                  2
endpoints found under the setup margin       1                  1
pin swaps                                    0                  2
gates cloned                                 0                  0
## state kept, by name, summed over array words and instances (netlist names)
signal and cells:
dp.an 4, int_bcd 14, dp.cfreq 17, mul.status 3
dp.bcd 4, mul.rst 1, mul.sh 1, mul.pp 6
mul.add 1, dp.negativo 1, mul.B 3, mul.A 6
dp.count 2, mul.done 1
## worst max-delay path by stage
stage	depth (start not counted)	start	endpoint	slack [ns]
CTS	1	mul.rst	mul.B[0]	0.04
global route	4	mul.add	mul.pp[5]	0.0003
finish	3	mul.B[2]	mul.status[0]	0.04
## cell usage in the layout (no fill, tap or decap), types with 12 or more instances in the layout
cell type         n
mux2i_1          14
clkdlybuf4s50_1  21
o21ai_0          12
nand2_1          20
nor2_1           25
edfxtp_1         20
dfxtp_1          30
ha_1             20
inv_1            35
dlxtn_1          14
## area by class of cell
class / count / area [um2]
inverters: 20 / 75.07
well taps: 133 / 166.4
clock inverters: 17 / 63.81
fillers: 967 / 6216
clock buffers: 6 / 72.57
repair buffers: 32 / 292.8
flip-flops and latches: 64 / 1411
multi-input cells: 197 / 1476
Power is estimated from default activity; no workload was simulated.
